==> design/flow/design.v <==
`default_nettype none    
module blinky (
    input  wire sys_clk,
    output wire[2:0] led
    );
    reg [24:0] r_count = 0;
    always @(posedge(sys_clk)) r_count <= r_count + 1;
    assign led[0] = r_count[24];
    assign led[1] = r_count[23];
    assign led[2] = r_count[22];   
endmodule
==> design/flow/run.sh <==
#!/bin/bash
# OpenROAD 26Q1-2900-gdf79404cd8, Yosys 0.63+post, stock flow scripts
make -C /OpenROAD-flow-scripts/flow DESIGN_CONFIG=/design/flow/config.mk WORK_HOME=/design/flow/orfs finish
==> design/flow/config.mk <==
export PLATFORM = sky130hd
export DESIGN_NAME = blinky
export DESIGN_NICKNAME = blinky
export VERILOG_FILES = /design/flow/design.v
export SDC_FILE = /design/flow/constraint.sdc
export NUM_CORES = 4
export LEC_CHECK = 1
export CORE_AREA = 10 10 102 102
export DIE_AREA = 0 0 112 112
==> design/flow/constraint.sdc <==
current_design blinky

set clk_period 4.3
set clk_io_pct 0.2

create_clock -name clk0 -period $clk_period [get_ports {sys_clk}]

set non_clock_inputs [all_inputs -no_clocks]
set_input_delay [expr $clk_period * $clk_io_pct] -clock clk0 $non_clock_inputs
set_output_delay [expr $clk_period * $clk_io_pct] -clock clk0 [all_outputs]
==> impl_metrics.csv <==
group,metric,value,unit
layout,regArea,500.5,um^2
global_routing,grt_usage,2.116,%
global_routing,grt_max_degree,15,
setup_path,critPathBufInv,1,
logic_synthesis,synth_area_leader_cell,"dfxtp_1",
power,clockPowerShare,36.1,%
sta,setup_violations,0,
cts,root_buffer,"clkbuf_8",
power,p_per_area,304.3,nW/um^2
logic_synthesis,ff_type,"dfxtp_1",
logic_synthesis,synth.distinct_cells,16,
power,p_switching,0.06598,mW
global_routing,grt_pass1_wl,2304,um
sta,drv_slew,0,
detailed_routing,dr.first_iter.drc_count,23,
cts,insertion_delay,260,ps
logic_synthesis,top_area_share,49.88,%
cts,hold_buffers,0,
sta,finalCriticalPeriod,1991,ps
sta,slew_headroom,76.14,%
cts,clkTransAtPathRegs,80,ps
flow_run,warnings,25,
detailed_routing,ant_nets,0,
floorplan,chipArea,12540,um^2
cts,cts_tree,"done",
sta,worstMarginPinSlew,355.2,ps
layout,reg_top3,"r_count: 25 flops",
detailed_routing,first_pass_iters,3,
floorplan,die_h,112,um
sta,clock_skew,4.513,ps
power,pwr-share-comb,0,%
sta,max_freq,0.5021,GHz
detailed_routing,drc,0,
logic_synthesis,syn_area,1003,um^2
global_routing,antenna_found_initial,0,
setup_path,worst_path_max_delay_cell,"clkdlybuf4s50_1",
cts,ctsResizeCount,0,
sta,finalHoldWorstSlack,413.4,ps
setup_path,path_cells,"clkdlybuf4s50_1",
sta,finalSetupTns,0,ps
status,status,"complete, no violations",
setup_path,critical_path_class,"reg -> out",
placement,placement.cell_area,1142,um^2
cts,htree_levels,1,
layout,comb_area,473.0,um^2
min_path,hp-class,"reg -> reg",
cts,clockBufferDepth,2,
placement,hpwl,954.8,um
setup_path,crit_arrival,1130,ps
logic_synthesis,ys_seq_share,49.88,%
setup_path,slowest_delay,490,ps
cts,numClockSinks,25,
detailed_routing,vias,570,
flow_run,drv_cap,0,
power,seqPwrFrac,63.9,%
logic_synthesis,top_cells_by_count,"dfxtp_1, xnor2_1, nand3_1",
sta,fin_crit_sh,46.31,%
layout,num-fill-cells,886,
sta,rsz0062_at_grt,"false",
logic_synthesis,avgSynthCellArea,11.40,um^2
logic_synthesis,ys_chip_area,1003,um^2
floorplan,coreArea,8217,um^2
detailed_routing,wirelength,1263,um
power,p_int,0.2957,mW
detailed_routing,antennaDiodeCount,0,
setup_path,start_kind,"flop",
power,leakagePower,0.4284,nW
logic_synthesis,synth_warnings,1,
sta,finalHoldViolations,0,
setup_path,crit_family,"buffers and inverters",
logic_synthesis,netlist_top_cells_area,"dfxtp_1, xnor2_1, xor2_1, nand3_1, nand4_4",
logic_synthesis,async_flop_share,0,%
detailed_routing,wl_per_cell,6.411,um
setup_path,end_kind,"output port",
logic_synthesis,enable_flop_cells,0,
floorplan,fp-utilization,12.21,%
placement,gp_congestion,0.7288,
layout,largest_register,"r_count",
placement,io_buffers,3,
layout,synthToLayoutAreaGrowth,18.45,%
setup_path,rrSetupSlack,2790,ps
power,switching_share,18.24,%
setup_path,path_max_fanout,4,
global_routing,gr-total-overflow,0,
logic_synthesis,ys_ff,25,
global_routing,grt_pass1_vias,544,
layout,largest_reg_flops,25,
floorplan,die_w,112,um
setup_path,required,3440,ps
logic_synthesis,yosys.cell_count.top_type,"dfxtp_1",
logic_synthesis,synthCells,88,
cts,cts_buffers,3,
power,ir_drop,0.1240,mV
detailed_routing,viasPerCell,2.893,
floorplan,rows,33,
layout,design_area,1189,um^2
logic_synthesis,yosys_cells,88,
cts,cts_setup_buffers,0,
layout,final_layout_size_suffix_gt1_share,10.87,%
floorplan,io-pin-count,4,
[path summary, 6_finish.rpt]
path	start	endpoint	depth (start not counted)
setup / recovery	r_count[22]$_DFF_P_	led[2]	1
hold / removal	r_count[0]$_DFF_P_	r_count[0]$_DFF_P_	1
setup reg to reg	r_count[0]$_DFF_P_	r_count[24]$_DFF_P_	5
hold reg to reg	r_count[0]$_DFF_P_	r_count[0]$_DFF_P_	1
[cell type report]
cell class / count / area share [%]
multi-input combinational: 58 / 39.79
clock inverter: 1 / 0.4211
timing repair buffer: 3 / 2.526
clock buffer: 3 / 3.474
sequential: 25 / 42.11
tap: 105 / 11.05
inverter: 2 / 0.6316
[power groups by stage]
stage         Clock, mW  Sequential (mW)  Combinational, mW
CTS               0.138            0.231        0.000000202
global route      0.147            0.231        0.000000202
finish            0.131            0.231        0.000000202
[cells by family after synthesis]
group | synth area share, %
buffers and inverters | 2.993
XOR/XNOR | 20.08
flip-flops | 49.88
AND/OR/NAND/NOR | 25.81
adder cells (fa/ha/maj) | 1.247
[placed cells by master, fill, tap and decap left out, drive strengths merged]
cell type	netlist	final
nor2	4	4
xnor2	15	15
clkinv	0	1
nor4	2	2
nand3	10	10
and3	6	6
dfxtp	25	25
ha	1	1
clkbuf	0	3
clkdlybuf4s50	0	3
xor2	8	8
nand2	4	4
and4	2	2
inv	2	2
nand4	6	6
[layer usage]
layer	up-vias	track usage (%)	part of all wire [%]
met5	-	0	0
met2	6	3.108	39
li1	307	-	-
met1	257	2.661	52
met4	0	0.08460	0
met3	0	1.412	8.4
[through the flow]
stage | std cells | utilization, % | total power [mW] | setup slack (ps)
2_1_floorplan | 88 | - | 0.2367 | 2915
3_3_place_gp | 193 | 13.90 | 0.2367 | 2603
3_5_place_dp | 193 | 13.90 | 0.2367 | 2592
4_1_cts | 197 | 14.47 | 0.3695 | 2291
5_1_grt | 197 | 14.47 | 0.3785 | 2237
6_report | 197 | 14.47 | 0.3617 | 2309
Power figures rest on the tool's default switching activity, not on a simulated workload.
